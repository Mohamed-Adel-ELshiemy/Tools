==> design/flow/run.sh <==
#!/bin/bash
# OpenROAD 26Q1-2900-gdf79404cd8, Yosys 0.63+post, stock flow scripts
make -C /OpenROAD-flow-scripts/flow DESIGN_CONFIG=/design/flow/config.mk WORK_HOME=/design/flow/orfs finish
==> design/flow/config.mk <==
export PLATFORM = sky130hd
export DESIGN_NAME = flip_flop_M
export DESIGN_NICKNAME = flip_flop_M
export VERILOG_FILES = /design/flow/design.v
export SDC_FILE = /design/flow/constraint.sdc
export NUM_CORES = 4
export LEC_CHECK = 1
export CORE_AREA = 10 10 74 74
export DIE_AREA = 0 0 84 84
==> design/flow/constraint.sdc <==
current_design flip_flop_M

set clk_period 1.0
set clk_io_pct 0.2

create_clock -name clk0 -period $clk_period [get_ports {clk}]

set non_clock_inputs [all_inputs -no_clocks]
set_input_delay [expr $clk_period * $clk_io_pct] -clock clk0 $non_clock_inputs
set_output_delay [expr $clk_period * $clk_io_pct] -clock clk0 [all_outputs]
==> design/flow/design.v <==
module flip_flop_M(clk ,rst_n ,d,q);
input clk,rst_n;
input [15:0]  d;
output reg [15:0] q;
always @(posedge clk or negedge rst_n)
 begin 
	if(!rst_n)
		q<=0;
	else 
		q<=d;
 end 
 endmodule 
==> results.sh <==
# source this file to load flow results
export IMPL_status="finished clean"
export IMPL_io_pins=34
export IMPL_synth_warnings=1
export IMPL_openroad_warnings=25
export IMPL_comb_cells=0
export IMPL_cts_buffers_inserted=3
export IMPL_drive_gt1_share_pct=38.9
export IMPL_fin_hold_ws_ps=308
export IMPL_start_kind="flip-flop"
export IMPL_largest_reg_flops=16
export IMPL_tightestPinTransition_ps=129
export IMPL_die_height_um=84
export IMPL_fin_setup_tns_ps=0
export IMPL_floorplan_core_util_pct=10.1
export IMPL_hold_buffers=0
export IMPL_critPathTopFamily="flip-flops"
export IMPL_gr_usage_all_layers_pct=3.41
export IMPL_critPathBufInv=1
export IMPL_comb_area_um2=0
export IMPL_totalWireLength_um=1280
export IMPL_syn_to_final_growth_pct=96.9
export IMPL_ys_ff=16
export IMPL_fmax_mhz=1100
export IMPL_grt_pass1_wl_um=1730
export IMPL_max_flop_register="q"
export IMPL_antenna_left=0
export IMPL_drc=0
export IMPL_cts_tree="done"
export IMPL_initialDrtViolationCount=3
export IMPL_rows=23
export IMPL_ys_cells=16
export IMPL_flop_area_um2=400
export IMPL_reg_largest_list="q x16"
export IMPL_netlist_area_um2=400
export IMPL_maxCapViolCount=0
export IMPL_yosysUniqueCellTypes=1
export IMPL_die_area_um2=7060
export IMPL_clk_pin_slew_ps=60
export IMPL_worst_endpoint_required_ps=800
export IMPL_yosys_area_um2=400
export IMPL_setup_viol=0
export IMPL_crit_path_top_delay_cell="dfrtp_1"
export IMPL_fin_util_pct=19.8
export IMPL_portBuffers=33
export IMPL_grt_pass1_vias=308
export IMPL_hp_class="in2async"
export IMPL_htree_levels=1
export IMPL_peakVddDrop_mv=0.666
export IMPL_cp_end_kind="primary output"
export IMPL_p_leak_nw=0.358
export IMPL_cpPeakStageDelay_ps=370
export IMPL_syn_inst=16
export IMPL_cp_arrival_ps=700
export IMPL_power_density_nw_per_um2=1690
export IMPL_num_vias=252
export IMPL_p_total_mw=1.33
export IMPL_core_area_um2=3970
export IMPL_relSlewSlack_pct=91.4
export IMPL_syn_avg_cell_area_um2=25.0
export IMPL_critPathKind="reg2out"
export IMPL_period_minus_slack_ps=905
export IMPL_die_w_um=84
export IMPL_crit_path_max_fanout=1
export IMPL_finalHoldViolCount=0
export IMPL_grt_setup_unrepaired="false"
export IMPL_grt_antenna_before_repair=0
export IMPL_via_per_inst=2.42
export IMPL_fin_crit_sh_pct=90.5
export IMPL_slew_violations=0
export IMPL_post_cts_buffers=0
export IMPL_crit_chain="clkbuf_2"
export IMPL_clock_root_buffer="clkbuf_8"
export IMPL_numClockSinks=16
export IMPL_yosys_stat_seqShare_pct=100
export IMPL_cts_buffer_depth=2
export IMPL_grt_max_degree=17
export IMPL_dr_pass1_iters=2
export IMPL_wl_per_cell_um=12.3
export IMPL_fillers=435
export IMPL_diodes=0
export IMPL_overflow=0
export IMPL_gp_congestion=0.683
==> logic make-up after synthesis <==
family  share of synthesized area, %
flops                            100
==> metal layers <==
layer  up-vias  global-route usage (%)  share of wire [%]
met5         -                       0                  0
met2        20                    6.41                 53
met1       109                    2.72                 36
met3         0                    2.95                 11
met4         0                       0                  0
li1        123                       -                  -
==> metrics by stage <==
step | setup slack (ps) | cell area [um^2] | cells
floorplan | 488 | 400 | 16
global placement | 10.4 | 813 | 100
detailed placement | 6.39 | 813 | 100
CTS | 1.82 | 868 | 104
global route | 56.7 | 788 | 104
finish | 95.0 | 788 | 104
==> synthesized netlist by cell type <==
| cell type | count | area (um^2) |
|---|---|---|
| dfrtp_1 | 16 | 400 |
==> final cells by class <==
class                   instances  share of cell area (%)
clock buffers                   4                    6.98
well taps                      50                    7.94
flip-flops and latches         16                    50.8
repair buffers                 34                    34.3
==> what timing repair did <==
action,CTS,global route
setup endpoints to repair,16,16
resized,32,16
pin swaps,0,0
==> worst paths after layout <==
path,start,endpoint,slack [ps],depth (start not counted)
worst max-delay path,q[9]$_DFF_PN0_,q[9],100,1
min in group clk0,d[3],q[3]$_DFF_PN0_,400,1
worst min-delay path,rst_n,q[11]$_DFF_PN0_,310,2
max in group asynchronous,rst_n,q[2]$_DFF_PN0_,570,2
==> power by group <==
group | switching, mW | internal, mW
Sequential | 0.00835 | 0.680
Combinational | 0.0290 | 0.0858
Clock | 0.179 | 0.348
Total | 0.216 | 1.11
==> placed cells by master, fill, tap and decap left out <==
cell type | netlist | routed
dfrtp_1 | 16 | 16
clkdlybuf4s50_1 | 0 | 17
clkbuf_8 | 0 | 4
clkbuf_2 | 0 | 16
buf_12 | 0 | 1
Power is estimated from default activity; no workload was simulated.
